<file path="flow/design.v">
`timescale 1ns / 1ps
`timescale 1 ns / 1 ps
module single_bram_controller #(
    parameter DATA_WIDTH = 32,
    parameter ADDR_WIDTH = 10,
    parameter MEM_SIZE = 1024
)(
    input                   clk,
    input                   reset_n,
    input                   i_run,
    input                   i_mode,
    input  [ADDR_WIDTH-1:0] i_bramAddr,
    input  [DATA_WIDTH-1:0] i_write_data,
    output                  o_idle,
    output                  o_write,
    output                  o_read,
    output                  o_done,
    output[ADDR_WIDTH-1:0]  bramAddr,
    output                  bramCe,
    output                  bramWe,
    input [DATA_WIDTH-1:0]  bramReadData,
    output[DATA_WIDTH-1:0]  bramWriteData,
    output                  o_read_valid,
    output[DATA_WIDTH-1:0]  o_read_data
);
localparam S_IDLE       = 3'd0;
localparam S_WRITE      = 3'd1;
localparam S_READ       = 3'd2;
localparam S_DONE       = 3'd3;
localparam S_UNKOWN     = 3'd4;
localparam READ_MODE    = 1'b0;
localparam WRITE_MODE   = 1'b1;
reg [2:0]   current_state;  
reg [2:0]   next_state;  
wire        is_write_done;
wire        is_read_done;
wire        is_done;
always @(posedge clk or negedge reset_n) begin
    if(!reset_n) begin
        current_state <= S_IDLE;
    end else begin
        current_state <= next_state;
    end
end
always @(*)
begin
    next_state = current_state;  
    case(current_state)
        S_IDLE :
            if(i_run) begin                
                if(i_mode == 1'b1) begin
                    next_state = S_WRITE;
                end else if(i_mode == 1'b0) begin
                    next_state = S_READ;
                end else begin
                    next_state = S_UNKOWN;
                end   
            end
        S_WRITE : 
            if(is_write_done) begin
                next_state = S_DONE;
            end
        S_READ  : 
            if(is_read_done) begin
                next_state = S_DONE;
            end                    
        S_DONE  :
            if(is_done) begin
                next_state = S_IDLE;
            end
    endcase
end 
assign o_idle       = (current_state == S_IDLE);
assign o_write      = (current_state == S_WRITE);
assign o_read       = (current_state == S_READ);
assign o_done       = (current_state == S_DONE);
reg [1:0] num_cnt; 
assign is_write_done    = o_write && (num_cnt == 2'd0);
assign is_read_done     = o_read  && (num_cnt == 2'd0);
assign is_done          = o_done && (num_cnt == 2'd0);
always @(posedge clk or negedge reset_n) begin
    if(!reset_n) begin
        num_cnt <= 0;  
    end else if (is_write_done || is_read_done || is_done) begin
        num_cnt <= 0;  
    end else if (o_write || o_read || o_done) begin
        num_cnt <= num_cnt + 1;
    end 
end
assign bramAddr         = i_bramAddr;
assign bramCe           = o_write || o_read || o_done;
assign bramWe           = o_write;
assign bramWriteData    = i_write_data;   
reg                     r_valid;
reg [ADDR_WIDTH-1:0]    r_mem_data;
always @(posedge clk or negedge reset_n) begin
    if(!reset_n) begin
        r_valid <= 0;  
    end else begin
        r_valid <= o_done;  
    end 
end
assign o_read_valid = r_valid;
assign o_read_data = bramReadData;   
endmodule
</file>
<file path="flow/run.sh">
#!/bin/bash
# OpenROAD 26Q1-2900-gdf79404cd8, Yosys 0.63+post, stock flow scripts
make -C /OpenROAD-flow-scripts/flow DESIGN_CONFIG=/design/flow/config.mk WORK_HOME=/design/flow/orfs finish
</file>
<file path="flow/config.mk">
export PLATFORM = sky130hd
export DESIGN_NAME = single_bram_controller
export DESIGN_NICKNAME = single_bram_controller
export VERILOG_FILES = /design/flow/design.v
export SDC_FILE = /design/flow/constraint.sdc
export NUM_CORES = 4
export LEC_CHECK = 1
export CORE_AREA = 10 10 70 70
export DIE_AREA = 0 0 80 80
</file>
<file path="flow/constraint.sdc">
current_design single_bram_controller

set clk_period 1.5
set clk_io_pct 0.2

create_clock -name clk0 -period $clk_period [get_ports {clk}]

set non_clock_inputs [all_inputs -no_clocks]
set_input_delay [expr $clk_period * $clk_io_pct] -clock clk0 $non_clock_inputs
set_output_delay [expr $clk_period * $clk_io_pct] -clock clk0 [all_outputs]
</file>
==> results.json <==
{
  "hp-class": "input port to async pin",
  "grt_pass1_vias": 359,
  "core_um2": 3420,
  "power.density_nw_per_um2": 894,
  "std_cell_rows": 21,
  "setup_viol": 0,
  "grt_usage_pct": 3.68,
  "place_congestion": 0.643,
  "firstDrtPassIters": 4,
  "route.detailed.drc": 0,
  "rsz0062_at_grt": "no",
  "finalClockPeriodUsage_pct": 96.4,
  "fmax_mhz": 692,
  "chipHeight_um": 80,
  "wl_um": 1260,
  "worstSetupPathType": "flip-flop to output port",
  "tightest_slew_ns": 0.304,
  "dieArea_um2": 6400,
  "synth-warning-count": 1,
  "critical-path-top-delay-family": "simple AND/OR/NAND/NOR gates",
  "tool_warnings": 25,
  "drt_iter0_drc": 13,
  "cp_num_buf_inv": 1,
  "fin_tns_setup_ns": 0,
  "cts_tree": "yes",
  "hold_violations": 0,
  "yosys.area.top_type": "buf_4",
  "synth_seq_share_pct": 20.6,
  "timing.rr.start": "current_state[1]$_DFF_PN0_",
  "synth-async-reset-ratio_pct": 100,
  "crit_path_start": "current_state[1]$_DFF_PN0_",
  "crit_arrival_ns": 1.15,
  "clockBufferDepth": 2,
  "whs_ns": 0.298,
  "drtAntennaViolNets": 0,
  "synth_top_cell_by_count": "buf_4",
  "worstPathCellList": "or3_4, buf_2",
  "dpl.hpwl_um": 948,
  "ir_worst_vdd_mv": 0.325,
  "maxSlewHeadroom_pct": 79.7,
  "syn_inst": 100,
  "antenna_found_initial": 0,
  "io_buffers": 10,
  "enable_flop_cells": 0,
  "crit_slowest_cell": "or3_4",
  "ys_cells": 100,
  "path_max_fanout": 2,
  "max_cap_viol_count": 0,
  "required_ns": 1.20,
  "vias": 333,
  "grt_pass1_wl_um": 1790,
  "synthToLayoutAreaGrowth_pct": -36.5,
  "wl_per_cell_um": 13.5,
  "flop_cell": "dfrtp_1",
  "ys_types": 13,
  "ys_ff": 7,
  "slew_violations": 0,
  "die_w_um": 80,
  "numCtsBuffers": 3,
  "drive_gt1_share_pct": 34.0,
  "syn-mean-instance-area_um2": 8.55,
  "numClockSinks": 7,
  "crit_path_end_kind": "output port",
  "top_area_share_pct": 65.9,
  "vias_per_cell": 3.58,
  "status": "finished clean",
  "grt_max_degree": 8,
  "synthTopCellsByCount": "buf_4, dfrtp_1, inv_1",
  "ys_top_cells_by_area": "buf_4, dfrtp_1, mux2_4, dfstp_2, inv_1",
  "min_period_ns": 1.45,
  "clock_latency_ns": 0.25,
  "ff2ff_setup_slack_ns": 0.17,
  "cts_root_buffer": "clkbuf_4",
  "grt-ovfl-total": 0,
  "boundaryPins": 159,
  "p_leak_uw": 0.000294,
  "cp_slowest_stage_delay_ns": 0.40,
  "initCoreUtil_pct": 25.0,
  "ys_chip_area_um2": 855,
  "finalClockSkew_ns": 0.00630,
  "synth_area_um2": 855,
  "start_kind": "flip-flop",
  "num_antenna_cells": 0,
  "htreeDepth": 1,
  "clk_pin_slew_ns": 0.05
}
==> state kept, by name, summed over array words and instances (netlist names) <==
name           count
num_cnt            2
r_valid            1
current_state      4
==> worst register-to-register path, delay by kind of cell (launching register included) <==
family	cells	cell delay (ns)
and+or+nand+nor	1	0.40
DFF	1	0.37
muxes	1	0.28
buffers and inverters	1	0.16
==> what timing repair did <==
| action | CTS | global route |
|---|---|---|
| endpoints found under the setup margin | 4 | 3 |
| hold endpoints to repair | 0 | 0 |
| buffers inserted | 2 | 2 |
| hold buffers | 0 | 0 |
| resized | 6 | 4 |
| pin swaps | 1 | 1 |
==> placed cells by master, fill, tap and decap left out <==
| master | count |
|---|---|
| a31oi_1 | 1 |
| buf_2 | 1 |
| buf_4 | 6 |
| buf_6 | 2 |
| clkbuf_1 | 1 |
| clkbuf_4 | 3 |
| clkdlybuf4s50_1 | 4 |
| dfrtp_1 | 6 |
| dfstp_2 | 1 |
| dlygate4sd2_1 | 2 |
| dlymetal6s2s_1 | 3 |
| ha_1 | 1 |
| inv_1 | 5 |
| mux2_4 | 2 |
| nand2_1 | 2 |
| nand3_1 | 1 |
| nor2_1 | 2 |
| o21ai_0 | 2 |
| o22ai_1 | 1 |
| or3_4 | 1 |
==> logic make-up after synthesis <==
family	after synthesis	synth area share, %
buf+inv	80	68.1
flops	7	20.6
simple gates	6	3.66
compound gates	4	2.64
mux	2	3.51
fa+ha+maj	1	1.46
==> path summary, 6_finish.rpt <==
path,depth (start not counted),endpoint
min,1,current_state[2]$_DFF_PN0_
min in group clk0,1,r_valid$_DFF_PN0_
max in group asynchronous,1,current_state[0]$_DFF_PN1_
min reg2reg,1,r_valid$_DFF_PN0_
max reg2reg,3,num_cnt[0]$_DFFE_PN0P_
max,2,bramCe
==> layer usage <==
| layer | global-route usage, % | routed length, um | up-vias |
|---|---|---|---|
| met2 | 2.41 | 286 | 37 |
| li1 | - | - | 125 |
| met3 | 5.11 | 356 | 30 |
| met1 | 3.37 | 430 | 141 |
| met5 | 0 | 0 | - |
| met4 | 5.81 | 185 | 0 |
==> stage by stage <==
stage	total power, uW	std cells	utilization, %	area, um2	worst slack [ns]
3_3_place_gp	310	85	14.0	479	0.0358
4_1_cts	485	91	15.1	517	0.000713
2_1_floorplan	356	100	-	855	0.326
3_5_place_dp	312	85	14.0	479	0.0242
5_1_grt	515	93	15.9	543	0.00976
6_report	486	93	15.9	543	0.0547
==> power by group <==
group | total, uW | switching [uW] | leakage, uW | internal [uW]
logic | 104 | 34.9 | 0.000187 | 68.6
registers | 212 | 6.47 | 0.0000921 | 206
clock network | 170 | 68.4 | 0.0000150 | 101
==> cell type report <==
type                    instances  area, um2
fillers                       393       2870
flip-flops and latches          7        176
repair buffers                 18        168
multi-input cells              13       96.3
well taps                      46       57.6
clock buffers                   4       26.3
inverters                       5       18.8
Power figures rest on the tool's default switching activity, not on a simulated workload.
